**flow/design.v**
```verilog
module and_or_mux
#(
    parameter int INPUTS    = 4,
    parameter int DW        = 16
)
(
    input  logic[INPUTS-1:0][DW-1:0]    data_in,
    input  logic[INPUTS-1:0]            sel,
    output logic[DW-1:0]                data_out
);
logic tmp;
always_comb begin: mux
    for(int w=0; w < DW; w=w+1) begin
        tmp = 0;
        for(int i=0; i < INPUTS; i=i+1) begin
            tmp = tmp | ( sel[i] & data_in[i][w] );
        end
        data_out[w] = tmp;
    end
end
endmodule
module free_list
  #(parameter int DATA_WIDTH    = 7,
    parameter int RAM_DEPTH	    = 128,
    parameter int L_REGISTERS   = 32)
   (input  logic clk,
    input  logic rst,
    input  logic[DATA_WIDTH-1:0]    push_data,
    input  logic                    push,
    input  logic[DATA_WIDTH-1:0]    push_data_2,
    input  logic                    push_2,
    output logic                    ready,
    output logic[DATA_WIDTH-1:0]    pop_data_1,
    output logic                    valid_1,
    input  logic                    pop_1,
    output logic[DATA_WIDTH-1:0]    pop_data_2,
    output logic                    valid_2,
    input  logic                    pop_2
    );
    logic[RAM_DEPTH-1:0][DATA_WIDTH-1:0] mem;
    logic[RAM_DEPTH-1:0] pop_pnt, pop_pnt_2, push_pnt, push_pnt_2;
    logic[RAM_DEPTH  :0] status_cnt;
    logic[3          :0] shift_vector;
    logic single_push, double_push, single_pop, double_pop, shift_left_single, shift_right_double, shift_right_single;
    assign valid_1 = ~status_cnt[0];
    assign valid_2 = ~status_cnt[0] & ~status_cnt[1];
    assign ready   = ~status_cnt[RAM_DEPTH];
    assign single_pop  = pop_1 | pop_2;
    assign double_pop  = pop_1 & pop_2;
    assign single_push = push | push_2;
    assign double_push = push & push_2;
    assign push_pnt_2 = {push_pnt[RAM_DEPTH-2:0], push_pnt[RAM_DEPTH-1]};
    always_ff @(posedge clk or posedge rst) begin : PushPnt
        if(rst) begin
            push_pnt <= 1 << (RAM_DEPTH-L_REGISTERS);
        end else begin
            if (double_push) begin
                push_pnt <= {push_pnt[RAM_DEPTH-3:0], push_pnt[RAM_DEPTH-1], push_pnt[RAM_DEPTH-2]};
            end else if (single_push) begin
                push_pnt <= {push_pnt[RAM_DEPTH-2:0], push_pnt[RAM_DEPTH-1]};
            end
        end
    end
    always_ff @(posedge clk or posedge rst) begin : PopPnt
        if(rst) begin
            pop_pnt  <= 1;
        end else begin
            if (double_pop) begin
                pop_pnt <= {pop_pnt[RAM_DEPTH-3:0], pop_pnt[RAM_DEPTH-1:RAM_DEPTH-2]};
            end else if(single_pop) begin
                pop_pnt <= {pop_pnt[RAM_DEPTH-2:0], pop_pnt[RAM_DEPTH-1]};
            end
        end
    end
    always_ff @ (posedge clk, posedge rst) begin: ff_status_cnt
        if (rst) begin
            status_cnt <= 1 << (RAM_DEPTH-L_REGISTERS);
        end else begin
            if (double_push) begin
                if(double_pop) begin
                    status_cnt <= status_cnt;
                end else if(single_pop) begin
                    status_cnt <= status_cnt << 1;
                end else if (!single_pop) begin
                    status_cnt <= status_cnt << 2;
                end
            end else if(single_push) begin
                if(double_pop) begin
                    status_cnt <= status_cnt >> 1;
                end else if(!single_pop) begin
                    status_cnt <= status_cnt << 1;
                end
            end else begin
                if(double_pop) begin
                    status_cnt <= status_cnt >> 2;
                end else if(single_pop) begin
                    status_cnt <= status_cnt >> 1;
                end
            end
        end
    end
    always_ff @(posedge clk) begin
        if(rst) begin
            for (int i = 0; i < (RAM_DEPTH-L_REGISTERS); i++) begin
                mem[i] <= 32+i;
            end
        end else begin
            for (int i = 0; i < RAM_DEPTH; i++) begin
                if(double_push) begin
                    if( push & push_pnt[i] ) begin
                        mem[i] <= push_data;
                    end else if(push_2 & push_pnt_2[i]) begin
                        mem[i] <= push_data_2;
                    end
                end else if (single_push) begin
                    if( push & push_pnt[i] ) begin
                        mem[i] <= push_data;
                    end else if(push_2 & push_pnt[i]) begin
                        mem[i] <= push_data_2;
                    end
                end
            end
        end
    end
    assign pop_pnt_2 = {pop_pnt[RAM_DEPTH-2:0], pop_pnt[RAM_DEPTH-1]};
    and_or_mux #(
        .INPUTS(RAM_DEPTH ),
        .DW    (DATA_WIDTH)
    ) mux_out (
        .data_in (mem       ),
        .sel     (pop_pnt   ),
        .data_out(pop_data_1)
    );
    and_or_mux #(
        .INPUTS(RAM_DEPTH ),
        .DW    (DATA_WIDTH)
    ) mux_out_2 (
        .data_in (mem       ),
        .sel     (pop_pnt_2 ),
        .data_out(pop_data_2)
    );
endmodule
```
**flow/run.sh**
```bash
#!/bin/bash
# OpenROAD 26Q1-2900-gdf79404cd8, Yosys 0.63+post, stock flow scripts
make -C /OpenROAD-flow-scripts/flow DESIGN_CONFIG=/design/flow/config.mk WORK_HOME=/design/flow/orfs finish
```
**flow/config.mk**
```make
export PLATFORM = sky130hd
export DESIGN_NAME = free_list
export DESIGN_NICKNAME = free_list
export VERILOG_FILES = /design/flow/design.v
export SDC_FILE = /design/flow/constraint.sdc
export NUM_CORES = 4
export LEC_CHECK = 1
export CORE_UTILIZATION = 50
```
**flow/constraint.sdc**
```tcl
current_design free_list

set clk_period 5.6
set clk_io_pct 0.2

create_clock -name clk0 -period $clk_period [get_ports {clk}]

set non_clock_inputs [all_inputs -no_clocks]
set_input_delay [expr $clk_period * $clk_io_pct] -clock clk0 $non_clock_inputs
set_output_delay [expr $clk_period * $clk_io_pct] -clock clk0 [all_outputs]
```
==> run notes <==
impl run done, here's what came out: status complete, but fails checks, failing checks setup timing, R2R cell count 6, Max Clock Freq 177 MHz, crit start category flip-flop, Comb gate area 40300 µm², routability cong. 1.10, I/O Buffers 36, Seq cells post-synth 1281, # DRC 0, Hold Path Depth 2, row count 141, Initial DRC Count 8844, FILL cells 13024, R2R setup slack 3090 ps, CTS sink count 1281, Final Hold Slack 494 ps, reg2reg end mem[7], setup violators final 2, Slew Limit Fails 0, reg2reg start push_pnt[0], DIE AREA 150000 µm², Detail Placement HPWL 234000 µm, FP Util 50.4%, core area 148000 µm², HP Start push_pnt[27], most used flip-flop cell dfxtp_1, WP data arrival 4520 ps, maximum vdd drop 0.000239 V, area share, top type 18.1%, CP Class reg2out, Max-slew headroom 16.0%, drt first pass iters 6, biggest area consumer among synthesized cells dfxtp_1, Yosys Instances 8800, final global-route overflow total 0, first-pass GRT wire length 494000 µm, hold crit path type reg2reg, top cells by count, synth nand2_1, o21ai_0, clkbuf_1, nor2_1, dfxtp_1, Post-synth seq share 40.1%, WL/cell 33.8 µm, top cells by area dfxtp_1, dfrtp_1, edfxtp_1, nand2_1, o21ai_0, largest net degree at the start of global routing 163, Area Overhead vs Synth 8.09%, CP endpoint kind primary output, Post-Synthesis Cell Area 74400 µm², Power Density 279 nW/µm², Tmin final 5640 ps, clock slew at reported path FFs 60 ps, Num CTS Buffers 151, RSZ-0062 raised after global routing false, Final Hold Viols 0, CTS Root Cell clkbuf_16, wirelength, routed 349000 µm, Yosys Chip Area 74400 µm², YS warnings 2, fraction of layout cells with a size suffix above 1 10.4%, placed insts 10012, Finished Layout Cells 10304, post-route ant nets 0, number of global-route vias before repair 66631, number of enable flip-flop cells 224, Cells after Synth 8800, clk buf depth 3, worst-path maximum fanout 10, Tool Warnings 73, vias per cell 7.19, Reg area 29800 µm², worst path required time 4480 ps, Worst Tran Pin Value 1220 ps, via count 74108, Tot Pwr 22.4 mW, count leader, synth nand2_1, Synth async-reset ratio 30.1%, Total GRT Usage 47.4%, final worst slack -44.9 ps, clk_skew 32.9 ps, DIE HEIGHT 388 µm, max cap viols 0, Endpoint, Worst Hold push_pnt[27], crit share post-route 101%, CTS tree done, syn avg cell area 8.45 µm², static leakage 30.0 nW, CTS Hold Bufs 0, initial antenna violation count 16, Clock Latency Late Sink 810 ps, Die W 388 µm, # IOs 37, Cell variety after synth 47, Max H-tree Level 4
-- cell usage in the layout, fill, tap and decap left out, types with 231 or more instances in the layout --
cell type	synthesis	layout
a311oi_1	297	297
o311ai_1	231	231
nand3_1	332	332
dfxtp_1	672	672
a221oi_1	332	332
mux2i_1	392	392
buf_4	33	252
a21oi_1	375	375
nor2_1	698	698
mux2_2	259	259
dfrtp_1	382	382
o21ai_0	849	849
nand2_1	1382	1381
a22oi_1	265	265
a22o_1	332	332
-- critical path: stages, from the launching register on --
cell and delay (ps):
dfrtp_1 520, buf_4 290, a22o_1 230, a221oi_1 740, nand4_1 300, nor4_1 680, nand3_1 420, clkdlybuf4s50_1 530
-- logic make-up (layout without fill, tap and decap cells) --
group | count (synthesis) | in the layout | synth area share, %
AND/OR/NAND/NOR | 2750 | 2750 | 15.5
flip-flops | 1281 | 1281 | 40.1
other | 0 | 8 | 0
buffers and inverters | 1045 | 611 | 5.85
adder cells (fa/ha/maj) | 4 | 4 | 0.0673
multiplexers | 651 | 651 | 9.20
AND-OR/OR-AND | 3069 | 3069 | 29.2
-- registers in the layout, summed over array words and instances (netlist names) --
name	count
pop_pnt	128
mem	896
status_cnt	129
push_pnt	128
-- per-layer routing --
| layer | part of all wire (%) | vias to the layer above | wire [µm] | GRT usage, % |
|---|---|---|---|---|
| li1 | - | 32006 | - | - |
| met1 | 38 | 36179 | 132000 | 65.5 |
| met2 | 40 | 4948 | 141000 | 62.2 |
| met3 | 16 | 945 | 56000 | 26.2 |
| met4 | 5.6 | 30 | 19400 | 20.3 |
| met5 | 0.15 | - | 528 | 1.02 |
-- metrics by stage --
step | area, µm² | setup TNS (ps) | utilization (%) | setup slack [ps]
after floorplan | 74400 | 0 | - | 59.8
after global placement | 75400 | 0 | 51.1 | 954
after detailed placement | 75400 | 0 | 51.1 | 917
after CTS | 80300 | 0 | 54.4 | 31.6
after global routing | 80400 | 0 | 54.4 | 28.9
final | 80400 | -75.3 | 54.4 | -44.9
-- final cells by class --
class | count | area share (%)
Sequential cell | 1281 | 37.1
Multi-Input combinational cell | 6474 | 50.1
Clock inverter | 51 | 0.618
Clock buffer | 233 | 5.49
Antenna cell | 8 | 0.0249
Inverter | 8 | 0.0467
Timing Repair Buffer | 319 | 3.61
Tap cell | 1930 | 3.00
-- timing repair --
item	in CTS	in global routing
endpoints found under the setup margin	0	2
gates resized	0	2
buffers inserted	0	0
-- worst max-delay path by stage --
stage,startpoint,to,slack [ps],cells after the start
CTS,pop_pnt[119],pop_data_2[2],30,7
global route,pop_pnt[104],pop_data_2[6],30,6
finish,pop_pnt[63],pop_data_2[6],-40,7
-- report_power, final --
part / switching, mW / internal, mW / leakage [nW]
clock: 4.30 / 5.66 / 2.41
sequential: 0.424 / 9.69 / 12.6
combinational: 1.55 / 0.778 / 15.0
total: 6.27 / 16.1 / 30.0
Power is estimated from default activity; no workload was simulated.
