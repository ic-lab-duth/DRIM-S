==> /design/flow/design.v <==
module lru2 #(ENTRIES=256,INDEX_BITS=8) (
	input  logic                  clk           ,
	input  logic                  rst_n         ,
	input  logic [INDEX_BITS-1:0] line_selector ,
	output logic                  lru_way       ,
	input  logic                  lru_update    ,
	input  logic                  referenced_set
);
 	logic [ENTRIES-1 : 0] stored_stats;
	assign lru_way = stored_stats[line_selector];
	always_ff @(posedge clk or negedge rst_n) begin : Update
		if(!rst_n) begin
			stored_stats <= 'b0;
		end else begin
			if(lru_update) begin
				stored_stats[line_selector] <= ~referenced_set;
			end
		end
	end
endmodule
module lrumore #(ASSOCIATIVITY=4,ENTRIES=256,INDEX_BITS=8,OUTPUT_BITS=2) (
	input  logic                   clk           ,
	input  logic                   rst_n         ,
	input  logic [ INDEX_BITS-1:0] line_selector ,
	output logic [OUTPUT_BITS-1:0] lru_way       ,
	input  logic                   lru_update    ,
	input  logic [OUTPUT_BITS-1:0] referenced_set
);
 	logic [ENTRIES-1 : 0] stored_stats;
 	logic 				  lru_update1,lru_update2,selected_bank,lru_way1,lru_way2;
	generate
		if(ASSOCIATIVITY==4) begin
			assign lru_update1 = ~referenced_set[1] & lru_update;
			assign lru_update2 = referenced_set[1] & lru_update;
			lru2 #(ENTRIES,INDEX_BITS)
			LRU1(.clk            (clk),
				 .rst_n          (rst_n),
				 .line_selector  (line_selector),
				 .referenced_set (referenced_set[0]),
				 .lru_update     (lru_update1),
				 .lru_way        (lru_way1));
			lru2 #(ENTRIES,INDEX_BITS)
			LRU2(.clk            (clk),
				 .rst_n          (rst_n),
				 .line_selector  (line_selector),
				 .referenced_set (referenced_set[0]),
				 .lru_update     (lru_update2),
				 .lru_way        (lru_way2));
			assign selected_bank = stored_stats[line_selector];
			assign lru_way       = selected_bank ? {1'b1,lru_way2} : {1'b0,lru_way1};
			always_ff @(posedge clk or negedge rst_n) begin : Update
				if(!rst_n) begin
					stored_stats <= 'b0;
				end else begin
					if(lru_update) begin
						stored_stats[line_selector] <= ~referenced_set[1];
					end
				end
			end
		end else if(ASSOCIATIVITY>4) begin
			assign lru_update1 = ~referenced_set[ASSOCIATIVITY -2] & lru_update;
			assign lru_update2 = referenced_set[ASSOCIATIVITY -2] & lru_update;
			lrumore #(ASSOCIATIVITY/2,ENTRIES,INDEX_BITS,OUTPUT_BITS-1)
			LRUMORE1(.clk            (clk),
				 	 .rst_n          (rst_n),
				 	 .line_selector  (line_selector),
				 	 .referenced_set (referenced_set[OUTPUT_BITS-2 : 0]),
				 	 .lru_update     (lru_update1),
				 	 .lru_way        (lru_way1));
			lrumore #(ASSOCIATIVITY/2,ENTRIES,INDEX_BITS,OUTPUT_BITS-1)
			LRUMORE2(.clk            (clk),
				 	 .rst_n          (rst_n),
				 	 .line_selector  (line_selector),
				 	 .referenced_set (referenced_set[OUTPUT_BITS-2 : 0]),
				 	 .lru_update     (lru_update2),
				 	 .lru_way        (lru_way2));
			assign selected_bank = stored_stats[line_selector];
			assign lru_way       = selected_bank ? {0,lru_way1} : {1,lru_way2};
			always_ff @(posedge clk or negedge rst_n) begin : Update
				if(!rst_n) begin
					stored_stats <= 'b0;
				end else begin
					if(lru_update) begin
						stored_stats[line_selector] <= ~referenced_set[ASSOCIATIVITY -2];
					end
				end
			end
		end
	endgenerate
endmodule
==> /design/flow/run.sh <==
#!/bin/bash
# OpenROAD 26Q1-2900-gdf79404cd8, Yosys 0.63+post, stock flow scripts
make -C /OpenROAD-flow-scripts/flow DESIGN_CONFIG=/design/flow/config.mk WORK_HOME=/design/flow/orfs finish
==> /design/flow/config.mk <==
export PLATFORM = sky130hd
export DESIGN_NAME = lrumore
export DESIGN_NICKNAME = lrumore
export VERILOG_FILES = /design/flow/design.v
export SDC_FILE = /design/flow/constraint.sdc
export NUM_CORES = 4
export LEC_CHECK = 1
export CORE_UTILIZATION = 30
==> /design/flow/constraint.sdc <==
current_design lrumore

set clk_period 17.1
set clk_io_pct 0.2

create_clock -name clk0 -period $clk_period [get_ports {clk}]

set non_clock_inputs [all_inputs -no_clocks]
set_input_delay [expr $clk_period * $clk_io_pct] -clock clk0 $non_clock_inputs
set_output_delay [expr $clk_period * $clk_io_pct] -clock clk0 [all_outputs]
==> summary.txt <==
This memo summarizes the results of the implementation run.

Detailed routing
The first-pass iteration count of the detailed router is 8. TritonRoute output was used to compute an average wire per cell of 26.87 um. Once iteration 0 of detailed routing completed, the report listed 3237 DRC markers. The detail route stage leaves a number of antenna-violating nets equal to 0. The detailed-route vias per instance is 5.916. Summed over all layers, the routed wires come to 138300 um.

The DRC violation total left in the routed layout is recorded as 0. The count of vias placed by the detailed router is 30.45k.

Placement
The global placer's final weighted congestion is 1.010. The worst setup slack after placement is 3.414 ns. The number of buffers added on ports is 14.

The number of placed cells counting well taps is 4991. The detailed placer's ending HPWL is 90040 um.

Yosys
The portion of the post-synthesis area used by sequential elements is 52.54%. The chip area line in the Yosys stat output reads 36580 um2. The count of library flops with an enable pin is 0. The synthesized design spends more area on one cell type than any other, namely sky130_fd_sc_hd__dfrtp_1.

The synthesized area per cell is 10.31 um2. Per the synthesis report, the number of distinct cell types is 83. Per the synth stats, the proportion of register bits with asynchronous set or reset is 100.0%. The number of instances in the synthesized netlist is 3548. In this run the biggest area consumer among cell types represents 52.54% of the synthesized area. For reference, the top cells by area after synthesis are sky130_fd_sc_hd__dfrtp_1, sky130_fd_sc_hd__o21ai_0, sky130_fd_sc_hd__mux4_2. Warnings reported by Yosys during synthesis add up to 2. The most instantiated flip-flop cell in the synthesis netlist is sky130_fd_sc_hd__dfrtp_1. In the synthesized netlist, the cells that appear most often are sky130_fd_sc_hd__o21ai_0, sky130_fd_sc_hd__dfrtp_1, sky130_fd_sc_hd__clkbuf_1. The most popular library cell in the synthesized design by count is sky130_fd_sc_hd__o21ai_0. The yosys stat cell total is 3548. The mapped cell area is 36580 um2. Once synthesis finished, the tally of register bits stood at 768.

Global route
The residual overflow from global routing is 0. The number of antenna violations at the first check in global routing is 4. The overall fraction of global-route tracks in use is 23.47%. The number of global-route vias before repair is 29.85k. The largest net degree at the start of global routing is 78. The wire length of the first global-routing pass is 205500 um.

Final timing
In the finished design, the share of the clock period the worst path needs comes to 81.50%. Per the final timing report, the hold violations number 0. Setup repair after global routing left no endpoint under its margin. The max-slew violation count is 0. The upper clock frequency limit is 71.75 MHz.

The pin closest to its max-slew limit shows a slew of 1.281 ns. For the final routed database, the setup TNS stands at 0 ns. The post-route clock skew is 0 ns.

Per the slew report, the remaining headroom to the max-slew limit stands at 13.49%. In the final report, the number of endpoints failing setup comes to 0. The post-route minimum period is 13.94 ns. The worst path meets setup with 3.164 ns of slack.

Worst setup path
The data arrival time at the worst-slack endpoint is 10.52 ns. The nature of the critical path startpoint is an input pin. The origin of the critical flop-to-flop path is genblk1.LRU2.stored_stats[162]. The category of the critical setup timing path is input pin to primary output. The critical path ends at lru_way[0]. The worst path required time is 13.68 ns. The worst reg2reg path depth is 2. The endpoint of the most critical register-to-register path is genblk1.LRU2.stored_stats[162]. The worst setup path is captured at a primary output.

The worst setup path startpoint is line_selector[5]. Looking at the critical path, the highest net fanout was 46. Setup slack on the worst reg-to-reg path comes out at 16.21 ns.

Clock tree
Counting the buffers created by CTS gives 85. The skew report gives the latency at the later pin of the worst-skew pair as 0.68 ns. TritonCTS built the clock tree. The number of gates resized after CTS was 0. After clock tree synthesis, the setup repair step added 0 buffers. The CTS root buffer is sky130_fd_sc_hd__clkbuf_16. For this design, the CTS-stage hold fixing added 0 buffers. The TritonCTS sink count is 768. The level count of the clock H-tree is 3. The clock passes through at most 3 buffers. After clock tree synthesis, the clock-pin slew on the worst setup and hold paths is 0.06 ns.

Die
According to the floorplan log, the row count is 127. The die width is 351.2 um. The height of the chip is 351.2 um. The initial utilization of the core area, before any placement, comes to 30.37%. In this run the standard cell core region covers 120400 um2. The area of the die is 123300 um2.

Pin placement for this block handled 15 I/O pins.

Power
For this design the ratio of total power to cell area is 105.2 nW/um2. The total power draw is 4.333 mW. The analysis attributes to cell leakage a power of 17.06 nW.

IR analysis of the VDD net gives a maximum drop of 0.08196 mV. The cell internal power dissipation is 3.196 mW. The share of total power dissipated in the clock network is 45.1%. The switching share of total power is 26.24%. The net switching power in the latest report is 1.137 mW. Combinational cells account for 9.8% of the total power.

The relative contribution of sequential cells to total power is 45.1%.

Layout
The layout summary lists the proportion of cells stronger than drive strength 1 as 13.36%. The final report lists a non-filler cell total of 5147. The core occupancy in the finished layout is 34.21%.

Compared with the post-synthesis result, the final layout area differs by 12.63%.

Min path
The class of the worst hold path is flop to flop.

Job
The OpenROAD warning count is 28. Max-cap violations in this run came to 0.

Run status
The run finished with clean final reports.
==> metal layers <==
layer	up-vias	routed length [um]	global-route usage, %
met4	10	7637	10.23
met5	-	215	1.060
li1	13100	-	-
met1	15230	53560	31.86
met2	1738	57490	31.89
met3	372	19370	12.01
==> per-stage QoR <==
stage	area, um2	hold slack, ns
floorplan	36580	0.4333
global placement	38210	0.4607
detailed placement	38210	0.4645
CTS	41200	0.4830
global route	41200	0.5035
finish	41200	0.4740
==> worst max-delay path, stage by stage <==
cell and delay [ns]:
sky130_fd_sc_hd__clkdlybuf4s50_1 0.89, sky130_fd_sc_hd__clkinv_1 0.56, sky130_fd_sc_hd__nand2_1 0.64, sky130_fd_sc_hd__o21bai_1 0.21, sky130_fd_sc_hd__nor4_2 0.72, sky130_fd_sc_hd__nor3_4 0.06, sky130_fd_sc_hd__buf_4 0.34, sky130_fd_sc_hd__inv_8 0.45
sky130_fd_sc_hd__buf_4 0.58, sky130_fd_sc_hd__mux4_2 0.61, sky130_fd_sc_hd__o221ai_1 0.21, sky130_fd_sc_hd__a21oi_1 0.07, sky130_fd_sc_hd__or4_1 0.63, sky130_fd_sc_hd__nand4_1 0.14, sky130_fd_sc_hd__nand4_1 0.36, sky130_fd_sc_hd__clkdlybuf4s50_1 0.53
==> area by class of cell <==
class,instances,area (um2)
Antenna cell,1,2.502
Clock buffer,120,2540
Clock inverter,35,447.9
Fill cell,12000,79240
Inverter,12,52.55
Multi-Input combinational cell,2443,15730
Sequential cell,768,19220
Tap cell,1612,2017
Timing Repair Buffer,156,1196
==> flip-flops by register name, indices dropped and copies added (netlist names) <==
| signal | count |
|---|---|
| genblk1.LRU1.stored_stats | 256 |
| genblk1.LRU2.stored_stats | 256 |
| stored_stats | 256 |
==> cells by family after synthesis <==
kind of cell | Yosys count | synth area share [%]
flip-flops | 768 | 52.54
buffers and inverters | 337 | 4.645
AND-OR/OR-AND | 1674 | 24.67
adder cells (fa/ha/maj) | 4 | 0.1368
XOR/XNOR | 7 | 0.1676
multiplexers | 226 | 11.22
AND/OR/NAND/NOR | 532 | 6.618
==> power groups by stage <==
stage	sequential [mW]	clock [mW]	combinational (mW)
4_1_cts	1.95	1.97	0.419
5_1_grt	1.96	2.04	0.459
6_report	1.95	1.95	0.426
==> how the worst min path moves through the flow <==
stage | slack (ns) | cells after the start | end | start
6_report | 0.47 | 2 | stored_stats[158] | stored_stats[158]
5_1_grt | 0.50 | 2 | stored_stats[221] | stored_stats[221]
4_1_cts | 0.48 | 2 | stored_stats[61] | stored_stats[61]
==> cells in the final DEF, fill, tap and decap left out, types with 6 or more instances in the layout <==
| cell | synthesis | final |
|---|---|---|
| sky130_fd_sc_hd__a2111oi_0 | 7 | 7 |
| sky130_fd_sc_hd__a211oi_1 | 12 | 12 |
| sky130_fd_sc_hd__a21oi_1 | 201 | 201 |
| sky130_fd_sc_hd__a221oi_1 | 7 | 7 |
| sky130_fd_sc_hd__a22o_1 | 7 | 7 |
| sky130_fd_sc_hd__a22oi_1 | 23 | 23 |
| sky130_fd_sc_hd__a31oi_1 | 130 | 130 |
| sky130_fd_sc_hd__a32oi_1 | 6 | 6 |
| sky130_fd_sc_hd__and2_1 | 14 | 14 |
| sky130_fd_sc_hd__and3_1 | 20 | 20 |
| sky130_fd_sc_hd__buf_4 | 6 | 144 |
| sky130_fd_sc_hd__bufinv_16 | 0 | 8 |
| sky130_fd_sc_hd__clkbuf_1 | 255 | 8 |
| sky130_fd_sc_hd__clkbuf_16 | 0 | 86 |
| sky130_fd_sc_hd__clkbuf_8 | 4 | 26 |
| sky130_fd_sc_hd__clkdlybuf4s50_1 | 0 | 7 |
| sky130_fd_sc_hd__clkinv_2 | 0 | 18 |
| sky130_fd_sc_hd__dfrtp_1 | 768 | 768 |
| sky130_fd_sc_hd__inv_1 | 9 | 9 |
| sky130_fd_sc_hd__mux2_2 | 25 | 25 |
| sky130_fd_sc_hd__mux2i_1 | 62 | 62 |
| sky130_fd_sc_hd__mux4_1 | 18 | 18 |
| sky130_fd_sc_hd__mux4_2 | 119 | 119 |
| sky130_fd_sc_hd__nand2_1 | 215 | 212 |
| sky130_fd_sc_hd__nand2b_1 | 11 | 11 |
| sky130_fd_sc_hd__nand3_1 | 66 | 65 |
| sky130_fd_sc_hd__nand4_1 | 10 | 10 |
| sky130_fd_sc_hd__nor2_1 | 119 | 118 |
| sky130_fd_sc_hd__nor2b_1 | 8 | 8 |
| sky130_fd_sc_hd__nor3_1 | 35 | 30 |
| sky130_fd_sc_hd__o211ai_1 | 6 | 6 |
| sky130_fd_sc_hd__o21ai_0 | 1188 | 1188 |
| sky130_fd_sc_hd__o221ai_1 | 7 | 7 |
| sky130_fd_sc_hd__o22ai_1 | 18 | 18 |
| sky130_fd_sc_hd__o31ai_1 | 20 | 20 |
Power and IR drop assume default switching activity.
