$ cat design/flow/run.sh
#!/bin/bash
# OpenROAD 26Q1-2900-gdf79404cd8, Yosys 0.63+post, stock flow scripts
make -C /OpenROAD-flow-scripts/flow DESIGN_CONFIG=/design/flow/config.mk WORK_HOME=/design/flow/orfs finish
$ cat design/flow/config.mk
export PLATFORM = sky130hd
export DESIGN_NAME = gshare
export DESIGN_NICKNAME = gshare
export VERILOG_FILES = /design/flow/design.v
export SDC_FILE = /design/flow/constraint.sdc
export NUM_CORES = 4
export LEC_CHECK = 1
export CORE_UTILIZATION = 40
$ cat design/flow/constraint.sdc
current_design gshare

set clk_period 20.0
set clk_io_pct 0.2

create_clock -name clk0 -period $clk_period [get_ports {clk}]

set non_clock_inputs [all_inputs -no_clocks]
set_input_delay [expr $clk_period * $clk_io_pct] -clock clk0 $non_clock_inputs
set_output_delay [expr $clk_period * $clk_io_pct] -clock clk0 [all_outputs]
$ cat design/flow/design.v
module gshare #(PC_BITS=32,HISTORY_BITS=2,SIZE=1024) (
	input  logic               clk           ,
	input  logic               rst_n         ,
	input  logic [PC_BITS-1:0] pc_in_a       ,
	input  logic [PC_BITS-1:0] pc_in_b       ,
	output logic               is_taken_out_a,
	output logic               is_taken_out_b,
	input  logic               wr_en         ,
	input  logic [PC_BITS-1:0] orig_pc       ,
	input  logic               is_taken
);
	localparam SEL_BITS = $clog2(SIZE);
	logic [    SEL_BITS-1 : 0] line_selector_a, line_selector_b;
	logic [HISTORY_BITS-1 : 0] counter_selector_a, counter_selector_b;
	logic [HISTORY_BITS-1 : 0] gl_history         ;
	logic [             1 : 0] retrieved_counter_a, retrieved_counter_b, old_counter, final_value;
	logic [             7 : 0] retrieved_data_a, retrieved_data_b, write_retrieved_data, new_counter_vector;
	logic [    SEL_BITS-1 : 0] write_line_selector   ;
	logic [HISTORY_BITS-1 : 0] write_counter_selector;
	logic [HISTORY_BITS +1: 0] starting_bit_a, starting_bit_b, write_counter_stating_bit;
	logic [2:0][SEL_BITS-1 : 0]read_addresses;
	logic [2:0][7 :0] 		   data_out;
	localparam int GS_SIZE = 8*SIZE + $bits(gl_history);
	assign line_selector_a = pc_in_a[SEL_BITS : 1];
	assign line_selector_b = pc_in_b[SEL_BITS : 1];
	assign counter_selector_a = gl_history ^ pc_in_a[HISTORY_BITS : 1];
	assign counter_selector_b = gl_history ^ pc_in_b[HISTORY_BITS : 1];
	assign starting_bit_a      = counter_selector_a << 1;
	assign starting_bit_b      = counter_selector_b << 1;
	assign retrieved_counter_a = retrieved_data_a[starting_bit_a +: 2];
	assign retrieved_counter_b = retrieved_data_b[starting_bit_b +: 2];
	assign is_taken_out_a = retrieved_counter_a[1];
	assign is_taken_out_b = retrieved_counter_b[1];
	assign read_addresses[0] = line_selector_a;
	assign read_addresses[1] = line_selector_b;
	assign read_addresses[2] = write_line_selector;
	sram #(
		.SIZE      (SIZE),
		.DATA_WIDTH(8   ),
		.RD_PORTS  (3   ),
		.WR_PORTS  (1   ),
		.RESETABLE (1   )
	) SRAM (
		.clk          (clk                ),
		.rst_n        (rst_n              ),
		.wr_en        (wr_en              ),
		.read_address (read_addresses     ),
		.data_out     (data_out           ),
		.write_address(write_line_selector),
		.new_data     (new_counter_vector )
	);
	assign retrieved_data_a     = data_out[0];
	assign retrieved_data_b     = data_out[1];
	assign write_retrieved_data = data_out[2];
	assign write_line_selector       = orig_pc[SEL_BITS : 1];
	assign write_counter_selector    = gl_history ^ orig_pc[HISTORY_BITS : 1];
	assign write_counter_stating_bit = write_counter_selector << 1;
	assign old_counter = write_retrieved_data[write_counter_stating_bit +: 2];
	always_comb begin : NewValue
		if(is_taken) begin
			if(old_counter<2'b11) begin
				final_value = old_counter+1;
			end else begin
				final_value = old_counter;
			end
		end else begin
			if(old_counter>2'b00) begin
				final_value = old_counter-1;
			end else begin
				final_value = old_counter;
			end
		end
	end
	always_comb begin : NewVector
		new_counter_vector                               = write_retrieved_data;
		new_counter_vector[write_counter_stating_bit+:2] = final_value;
	end
	always_ff @(posedge clk or negedge rst_n) begin : UpdateGH
		if(!rst_n) begin
			gl_history <= 2'b00;
		end else begin
			if(wr_en) begin
				gl_history <= { is_taken , gl_history[HISTORY_BITS-1:1] };
			end
		end
	end
endmodule
module sram 
    #(SIZE=1024,DATA_WIDTH=8, RD_PORTS=1, WR_PORTS=1, RESETABLE=0) (
    input  logic                                  clk          ,
    input  logic                                  rst_n        ,
    input  logic [WR_PORTS-1:0]                   wr_en        ,
    input  logic [WR_PORTS-1:0][$clog2(SIZE)-1:0] write_address,
    input  logic [WR_PORTS-1:0][  DATA_WIDTH-1:0] new_data     ,
    input  logic [RD_PORTS-1:0][$clog2(SIZE)-1:0] read_address ,
    output logic [RD_PORTS-1:0][  DATA_WIDTH-1:0] data_out
);
    localparam SEL_BITS = $clog2(SIZE); 
	logic [SIZE-1:0][DATA_WIDTH-1:0] Memory_Array;
    always_comb begin : DataOUT
        for (int i = 0; i < RD_PORTS; i++) begin
            data_out[i] = Memory_Array[read_address[i]];
        end
    end
    generate
        if(RESETABLE) begin
            always_ff @(posedge clk or negedge rst_n) begin : Update
                if(!rst_n) begin
                    for (int i = 0; i <= SIZE-1; i++) begin
                        Memory_Array[i]<='d0;
                    end
                end else begin
                    for (int i = 0; i < WR_PORTS; i++) begin
                        if (wr_en[i]) Memory_Array[write_address[i]] <= new_data[i];
                    end
                end
            end
        end else begin
            always_ff @(posedge clk) begin : Update
                for (int i = 0; i < WR_PORTS; i++) begin
                    if (wr_en[i]) Memory_Array[write_address[i]] <= new_data[i];
                end
            end
        end
    endgenerate
endmodule
==> Changelog: implementation <==
## Implementation

- Clock network power share: 0.417
- Wire length of the first global-routing pass: 2461000 um
- Post-route setup TNS: 0 ns
- DRT Wirelength: 1708000 um
- Cells on worst reg2reg path: 17
- Total of max-cap violations: 0
- Most frequent logic cell in the layout: sky130_fd_sc_hd__dfrtp_1
- Final setup violation count: 0
- Vias in the first global route: 338.6k
- Main synth FF type: sky130_fd_sc_hd__dfrtp_1
- I/O Buffers: 35
- Comb area leader: multiplexers
- Share of flip-flops with an asynchronous set or reset: 1.000
- Commonest non-fill, non-tap cells in the layout: sky130_fd_sc_hd__dfrtp_1 (8194), sky130_fd_sc_hd__nand2_1 (7471), sky130_fd_sc_hd__mux4_2 (4516)
- Post-synth tally of flip-flops with integrated enable: 0
- Clk sinks: approximately 8.2k
- Clock-pin slew on the worst setup and hold paths: 0.05 ns
- Standard-cell rows: 383
- Leakage Power: 194.8 nW
- DR vias/cell: 6.451
- Die Ht: 1047 um
- Setup repair bufs after CTS: 0
- Total I/O pin count: 102
- Smallest setup slack after layout: approximately 5 ns
- Share of layout cells above drive strength 1: 0.2078
- Min Clock Period, post-route: 15.01 ns
- Clock buffer count from CTS: 881
- Endpoint of the worst register-to-register path: SRAM.Memory_Array[5171]
- XOR/XNOR Area Share: 0.0002205
- Worst EP required: 16.00 ns
- Layout overhead on the synthesized area: 9.303%
- Combined global-route utilization of all metal layers: 0.3303
- Quantity of hold-fixing buffers added after cts: 0
- Area share of fa/ha/maj cells after synthesis: 0.0002262
- Final number of max-transition violations: 0
- FF+latch count, synth: about 8k
- Final Power: 40.82 mW
- Power density relative to cell area: 85.45 mW/mm^2
- HPWL after DPL: 1152000 um
- Post-cts sizing count: 0
- Post-synth seq share: 0.4692
- Unique cell type count in the Yosys netlist: 91
- Worst setup slack after placement: around 5.3 ns
- Sink of the worst hold path: SRAM.Memory_Array[7222]
- Netlist area before placement: between 0.4 and 0.5 mm^2
- Int Power: 28.02 mW
- Worst r2r src: SRAM.Memory_Array[4448]
- Antenna violations before repair: 209
- Initial DRC Count: 28.90k
- Wire length per cell after detailed routing: 33.09 um
- Clock Path Buffers: 5
- Core Util, Final: 0.4389
- Switching part of the total power: 0.3134
- Remaining number of nets flagged by the antenna check after routing: 0
- Number of warnings in the stage logs: 293
- Largest net degree at the start of global routing: between 100 and 150
- DRC: 0
- Final Skew: about 0.15 ns
- Post-synth area from yosys stat: 0.4370 mm^2
- Remaining Overflow, GRT: 0
- Routed vias: 333.0k
- Share of synthesized area spent on multiplexers: 0.2506
- Insertion delay of the later-clocked pin in the worst-skew pair: 1.21 ns
- Transition at the pin with the smallest max-transition slack: 1.475 ns
- VDD IR max: around 0.000089 V
- Fmax: about 67 MHz
- Critical path startpoint: pc_in_b[2]
- Number of iterations in the first detailed-routing pass: 6
- Core utilization before placement: 0.4016
- Synth warn: 2
- Area share of and/or/nand/nor cells after synthesis: 0.09665
- Part of the power in registers: 0.420
- Yosys aoi share: 0.1370
- Worst Hold Margin: between 0.4 and 0.5 ns
- Unrepaired setup endpoints after global routing: false
- CTS root buffer: sky130_fd_sc_hd__clkbuf_16
- Endpoint class of the critical path: output pin
- Comb pwr share: 0.163
- Setup slack of the most critical reg-to-reg path: ~12 ns
- Final hold viol count: 0
- H-tree depth: 6
- Result of the run: finished clean
- CTS tree: done
- Period Utilization, post-route: 0.7504
- Core region area: 1.088 mm^2
- Data arrival time at the worst-slack endpoint: roughly 11 ns
- Total Die Area: between 1 and 1.5 mm^2
- Worst hold path type: reg -> reg
- Cell count after synthesis: 37.32k
- Worst Path Max Fanout: ~68
- Worst slew margin relative to its limit: 0.01687
- Final weighted congestion of routability-driven global placement: 1.023
- FILL cells: between 90k and 100k
- Average footprint of a synthesized cell: between 10 and 15 um^2
- Hold path cells: 2
- Yosys Instances: 37.32k
- Critical path launch point type: primary input
- Net Switching: 12.79 mW
- Startpoint of the lowest-slack hold path: SRAM.Memory_Array[7222]
- X dimension of the die: 1047 um
- Setup CP Type: in -> out
power by group through the flow:
stage	logic, mW	clock network [mW]	registers [mW]
4_1_cts	6.47	17.1	17.1
5_1_grt	6.92	17.8	17.2
6_report	6.67	17.0	17.1
final cells by class:
type                    count  area, um^2  share of cell area
diodes                    377       943.4            0.001975
flip-flops and latches   8194      205000              0.4293
repair buffers           1330       11270             0.02359
clock buffers            1305       26000             0.05444
well taps               14440       18060             0.03782
inverters                  19       88.84           0.0001860
multi-input cells       25670      212600              0.4452
clock inverters           283        3600            0.007536
stage by stage:
stage               std cells  area (um^2)
detailed placement      49650       447100
floorplan               37320       437000
CTS                     51240       476700
global route            51410       477100
finish                  51610       477700
global placement        49650       447100
synthesized netlist by cell type (128+ instances only):
cell | count | area, um^2
sky130_fd_sc_hd__a21oi_1 | 2383 | 11930
sky130_fd_sc_hd__buf_4 | 147 | 1104
sky130_fd_sc_hd__dfrtp_1 | 8194 | 205000
sky130_fd_sc_hd__buf_2 | 546 | 2733
sky130_fd_sc_hd__buf_1 | 346 | 1299
sky130_fd_sc_hd__nand2_1 | 7496 | 28140
sky130_fd_sc_hd__buf_6 | 276 | 3108
sky130_fd_sc_hd__mux2_2 | 233 | 2624
sky130_fd_sc_hd__nor2_1 | 2999 | 11260
sky130_fd_sc_hd__mux4_2 | 4516 | 101700
sky130_fd_sc_hd__clkbuf_1 | 1730 | 6494
sky130_fd_sc_hd__o22ai_1 | 381 | 2384
sky130_fd_sc_hd__o21ai_0 | 1950 | 9759
sky130_fd_sc_hd__mux2i_1 | 482 | 4825
sky130_fd_sc_hd__a22oi_1 | 258 | 1937
sky130_fd_sc_hd__o31ai_1 | 4119 | 30920
sky130_fd_sc_hd__nand3_1 | 128 | 640.6
worst max-delay path by stage:
stage,cells after the start,end,slack (ns)
5_1_grt,11,is_taken_out_a,5.03
6_report,12,is_taken_out_b,4.99
4_1_cts,12,is_taken_out_b,5.27
critical path, cell delays in order:
cell and delay (ns):
sky130_fd_sc_hd__buf_8 0.57, sky130_fd_sc_hd__buf_4 0.57, sky130_fd_sc_hd__buf_4 0.63, sky130_fd_sc_hd__buf_12 0.49, sky130_fd_sc_hd__buf_4 0.60, sky130_fd_sc_hd__mux4_2 0.40
sky130_fd_sc_hd__mux4_2 0.59, sky130_fd_sc_hd__mux4_2 0.74, sky130_fd_sc_hd__mux4_2 0.53, sky130_fd_sc_hd__mux4_2 0.50, sky130_fd_sc_hd__mux4_2 0.63, sky130_fd_sc_hd__clkdlybuf4s50_1 0.46
layer usage:
metal	global-route usage	up-vias	wire (um)
li1	-	139000	-
met1	0.3772	168700	550000
met2	0.4273	20140	704600
met3	0.2516	4857	307500
met4	0.2130	257	137700
met5	0.07277	-	8057
sequential cells by signal (all words and copies together), names as in the netlist:
signal	cells
SRAM.Memory_Array	8192
gl_history	2
logic make-up after synthesis:
family                     Yosys count
and+or+nand+nor                  10970
adders and majority gates            8
muxes                             5247
DFF                               8194
AOI/OAI and AO/OA                 9433
buffers and inverters             3460
xor gates and xnor gates            11
No activity file was given, so power comes from the tool's default toggle rates.
