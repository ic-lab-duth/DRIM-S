**/design/flow/config.mk**
```make
export PLATFORM = sky130hd
export DESIGN_NAME = wait_buffer
export DESIGN_NICKNAME = wait_buffer
export VERILOG_FILES = /design/flow/design.v
export SDC_FILE = /design/flow/constraint.sdc
export NUM_CORES = 4
export LEC_CHECK = 1
export CORE_UTILIZATION = 40
```
**/design/flow/constraint.sdc**
```tcl
current_design wait_buffer

set clk_period 7.5
set clk_io_pct 0.2

create_clock -name clk0 -period $clk_period [get_ports {clk}]

set non_clock_inputs [all_inputs -no_clocks]
set_input_delay [expr $clk_period * $clk_io_pct] -clock clk0 $non_clock_inputs
set_output_delay [expr $clk_period * $clk_io_pct] -clock clk0 [all_outputs]
```
**/design/flow/design.v**
```verilog
module and_or_mux
#(
    parameter int INPUTS    = 4,
    parameter int DW        = 16
)
(
    input  logic[INPUTS-1:0][DW-1:0]    data_in,
    input  logic[INPUTS-1:0]            sel,
    output logic[DW-1:0]                data_out
);
logic tmp;
always_comb begin: mux
    for(int w=0; w < DW; w=w+1) begin
        tmp = 0;
        for(int i=0; i < INPUTS; i=i+1) begin
            tmp = tmp | ( sel[i] & data_in[i][w] );
        end
        data_out[w] = tmp;
    end
end
endmodule
module arbiter
   #(parameter int N        = 4)
    (
     input  logic[N-1:0]    request_i,
     input  logic[N-1:0]    priority_i, 
     output logic[N-1:0]    grant_o,
     output logic           anygnt_o);	 
localparam int S = $clog2(N);
logic [N-1:0] g [S:0];
logic [N-1:0] p [S-1:0];
logic [N-1:0] grant_s;
logic valid;
assign grant_o = grant_s;
int i,j;
always_comb
begin
   p[0][0] = ~request_i[N-1];
   g[0][0] = priority_i[0];
   for(j=1; j < N; j=j+1)
   begin
      p[0][j] = ~request_i[j-1];
      g[0][j] = priority_i[j];
   end
   for(i=1; i < S; i=i+1)
      for(j=0; j < N; j=j+1)
	  begin
	     if ((j-2**(i-1)) < 0)
		 begin
             g[i][j] = g[i-1][j] | ( p[i-1][j] & g[i-1][N+j-2**(i-1)]);
             p[i][j] = p[i-1][j] & p[i-1][N+j-2**(i-1)];
         end
         else
         begin
            g[i][j] = g[i-1][j] | ( p[i-1][j] & g[i-1][ j-2**(i-1)]);
            p[i][j] = p[i-1][j] & p[i-1][ j-2**(i-1)];
         end
      end
   for(j=0; j < N; j=j+1)
   begin
      if ((j-2**(S-1)) < 0)
         g[S][j] = g[S-1][j] | ( p[S-1][j] & g[S-1][ N+j-2**(S-1)]);
      else
         g[S][j] = g[S-1][j] | ( p[S-1][j] & g[S-1][ j-2**(S-1)]);
   end
   for(j=0; j < N; j=j+1)
      grant_s[j] = request_i[j] & g[S][j];
end
assign valid = ~( p[S-1][N-1] & p[S-1][N/2-1]);
assign anygnt_o = valid;
endmodule
module onehot_detect #(parameter int N = 4) (
    input  logic [N-1:0] vec_in       ,
    output logic         exactly_one  ,
    output logic         more_than_one
);
    localparam int NODES = 2**$clog2(N)-1;
    localparam int EDGES = 2*NODES + 1   ;  
    logic[EDGES-1:0]        h, z, f;
    logic[2**$clog2(N)-1:0]  vec_in_ext;
    genvar i;
    generate
        for (i=0; i<2**$clog2(N); i++) begin: for_i
            if (i < N) begin
                assign vec_in_ext[i] = vec_in[i];
            end else begin
                assign vec_in_ext[i] = 1'b0;
            end
        end
    endgenerate
    genvar l;
    generate
        for (l=0; l<EDGES; l++) begin: for_l
            if (l >= NODES) begin: if_leaf
                assign h[l] = vec_in_ext[l-NODES];
                assign z[l] = ~vec_in_ext[l-NODES];
                assign f[l] = 1'b0;
            end else begin: if_rest
                assign h[l] = ( h[2*l+1] & z[2*l+2] ) | ( h[2*l+2] & z[2*l+1] );
                assign z[l] = z[2*l+1] & z[2*l+2];
                assign f[l] = f[2*l+1] | f[2*l+2] | ( h[2*l+1] & h[2*l+2] );
            end
        end
    endgenerate
    assign exactly_one   = h[0];
    assign more_than_one = f[0];
endmodule
module wait_buffer #(
    parameter DATA_WIDTH     = 32,
    parameter ADDR_BITS      = 32,
    parameter BLOCK_ID_START = 5 ,
    parameter R_WIDTH        = 6 ,
    parameter MICROOP        = 5 ,
    parameter ROB_TICKET     = 3 ,
    parameter DEPTH          = 8  )
    (input logic                  clk,
    input  logic                  rst_n,
    input  logic                  write_enable,
    input  logic                  write_is_store,
    input  logic[ADDR_BITS-1:0]   write_address,
    input  logic[DATA_WIDTH-1:0]  write_data,
    input  logic[MICROOP-1 : 0]   write_microop,
    input  logic[R_WIDTH-1 : 0]   write_dest,
    input  logic[ROB_TICKET-1 : 0]write_ticket,
    input  logic                  search_invalidate,
    output logic                  search_is_store,
    input  logic[ADDR_BITS-1:0]   search_address,
    input  logic[MICROOP-1 : 0]   search_microop_in,
    output logic[ADDR_BITS-1:0]   search_address_o,
    output logic[DATA_WIDTH-1:0]  search_data,
    output logic[DATA_WIDTH-1:0]  search_frw_data,
    output logic[MICROOP-1 : 0]   search_microop,
    output logic[R_WIDTH-1 : 0]   search_dest,
    output logic[ROB_TICKET-1 : 0]search_ticket,
    output logic                  search_valid_hit,
    output logic                  valid,
    output logic                  ready,
    output logic                  search_found_one,
    output logic                  search_found_multi,
    output logic                  in_walk_mode
);
    localparam INFO_WIDTH = MICROOP + R_WIDTH + ROB_TICKET;
    logic [DEPTH-1:0][ADDR_BITS-1:0]  saved_address;
    logic [DEPTH-1:0][DATA_WIDTH-1:0] saved_data;
    logic [DEPTH-1:0][INFO_WIDTH-1:0] saved_info;
    logic [INFO_WIDTH-1:0]            search_info;
    logic [DEPTH-1:0]                 saved_is_store, saved_valid;
    logic [    DEPTH-1:0] head, tail, peek, tail_reversed, stat_counter, arb_priority ;
    logic [    DEPTH-1:0] matched_search_main, matched_search_sec, matched, match_picked, forward_matched;
    logic                 pop, one_found, multi_found, microop_ok;
    localparam int WT_BF_SIZE = $bits(saved_info) + $bits(saved_data) + $bits(saved_address);
    typedef enum logic {IDLE, WALK} buffer_mode;
    buffer_mode mode;
    assign valid = ~stat_counter[0];
    assign ready = ~stat_counter[DEPTH-1];
    assign in_walk_mode = (mode==WALK);
    always_comb begin : Search
        for (int i = 0; i < DEPTH; i++) begin
            matched_search_main[i] = saved_valid[i] ? (search_address[ADDR_BITS-1:BLOCK_ID_START]==saved_address[i][ADDR_BITS-1:BLOCK_ID_START]) : 1'b0;
            matched_search_sec[i]  = saved_valid[i] ? (search_address[BLOCK_ID_START-1:0]==saved_address[i][BLOCK_ID_START-1:0]) : 1'b0;
            matched[i]  = matched_search_main[i] & matched_search_sec[i] & microop_ok;
        end
    end
    assign search_valid_hit = |matched;
    always_comb begin : MicroopOk
        if(search_microop_in==5'b00001) begin
            microop_ok = (search_microop == 5'b00110);
        end else if(search_microop_in==5'b00010 | search_microop_in==5'b00011) begin
            microop_ok = (search_microop == 5'b00111 | search_microop == 5'b00110);
        end else if(search_microop_in==5'b00100 | search_microop_in==5'b00101) begin
            microop_ok = 1;
        end else begin
            microop_ok = 0;
        end
    end
    assign arb_priority = (mode==IDLE) ? head : {peek[DEPTH-2:0], peek[DEPTH-1]};
    arbiter #(DEPTH)
    arbiter(
        .request_i      (matched_search_main),  
        .priority_i     (arb_priority),
        .grant_o        (match_picked),
        .anygnt_o       (one_found)
        );
    onehot_detect #(DEPTH)
    onehot_detect  (
        .vec_in         (matched_search_main),  
        .exactly_one    (),
        .more_than_one  (multi_found)
        );
    always_ff @(posedge clk or negedge rst_n) begin : PeekManagement
        if(!rst_n) begin
            peek <= 1;
        end else begin
            if(mode==IDLE && search_invalidate) begin
                peek <= match_picked;
            end else if(mode==IDLE && pop) begin
                peek <= peek << 1;
            end else if(mode==WALK && !multi_found) begin
                peek <= head;
            end else if(mode==WALK) begin
                peek <= match_picked;
            end else begin
                peek <= head;
            end
        end
    end
    always_ff @(posedge clk or negedge rst_n) begin : proc_
        if(~rst_n) begin
            mode <= IDLE;
        end else begin
            unique case (mode)
                IDLE: if(search_invalidate) begin
                          mode <= WALK;
                      end else begin
                          mode <= IDLE;
                      end
                WALK: if(!multi_found) begin
                          mode <= IDLE;
                      end else begin
                          mode <= WALK;
                      end
            endcase
        end
    end
    assign search_found_multi = multi_found;
    assign search_found_one   = one_found;
    always_comb begin : PopCommand
        pop = 0;
        for (int i = 0; i < DEPTH; i++) begin
            if (head[i] && !saved_valid[i]) begin
                pop = valid;
            end
        end
    end
    always_ff @(posedge clk or negedge rst_n) begin : TailManagement
        if(!rst_n) begin
            tail <= 1;
        end else begin
            if (write_enable) tail <= {tail[DEPTH-2:0], tail[DEPTH-1]};
        end
    end
    always_ff @(posedge clk or negedge rst_n) begin : HeadManagement
        if(!rst_n) begin
            head <= 1;
        end else begin
            if (pop) begin
                head <= {head[DEPTH-2:0], head[DEPTH-1]};
            end
        end
    end
    always_ff @(posedge clk or negedge rst_n) begin : statCounter
        if(!rst_n) begin
            stat_counter <= 1;
        end else begin
            if (write_enable & !pop) begin
                stat_counter <= stat_counter << 1;
            end else if (!write_enable &  pop) begin
                stat_counter <= stat_counter >> 1;
            end
        end
    end
    always_ff @(posedge clk) begin : Memory
        for (int i = 0; i < DEPTH; i++) begin
            if(write_enable && tail[i]) begin
                saved_is_store[i] <= write_is_store;
                saved_address[i]  <= write_address;
                saved_data[i]     <= write_data;
                saved_info[i]     <= {write_microop,write_dest,write_ticket};
            end
        end
    end
    always_ff @(posedge clk or negedge rst_n) begin : Memory_Validity
        if(!rst_n) begin
            saved_valid <= 'b0;
        end else begin
            for (int i = 0; i < DEPTH; i++) begin
                if(write_enable && tail[i]) begin
                    saved_valid[i] <= 1'b1;
                end else if(mode==WALK && peek[i]) begin
                    saved_valid[i] <= 1'b0;
                end
            end
        end
    end
    logic [    DEPTH-1:0] matched_reversed,final_frw_matched,forward_matched_r;
    always_comb begin : InvertPointers
        for (int i = 0; i < DEPTH; i++) begin
            tail_reversed[i] = tail[DEPTH-1-i];
            matched_reversed[i] = matched[DEPTH-1-i];
            final_frw_matched[i]  = forward_matched_r[DEPTH-1-i];
        end
    end
    arbiter #(DEPTH)
    frw_arbiter(
        .request_i      (matched_reversed),
        .priority_i     (tail_reversed),
        .grant_o        (forward_matched_r),
        .anygnt_o       ()
        );
    and_or_mux #(
        .INPUTS    (DEPTH     ),
        .DW        (DATA_WIDTH)
    ) mux_frw_data (
        .data_in (saved_data ),
        .sel     (final_frw_matched),
        .data_out(search_frw_data)
    );
    and_or_mux #(
        .INPUTS    (DEPTH     ),
        .DW        (ADDR_BITS)
    ) mux_addr (
        .data_in (saved_address ),
        .sel     (peek       ),
        .data_out(search_address_o)
    );
    and_or_mux #(
        .INPUTS    (DEPTH     ),
        .DW        (DATA_WIDTH)
    ) mux_data (
        .data_in (saved_data ),
        .sel     (peek       ),
        .data_out(search_data)
    );
    and_or_mux #(
        .INPUTS    (DEPTH),
        .DW        (1    )
    ) mux_is_store (
        .data_in (saved_is_store ),
        .sel     (peek           ),
        .data_out(search_is_store)
    );
    and_or_mux #(
        .INPUTS    (DEPTH     ),
        .DW        (INFO_WIDTH)
    ) mux_info (
        .data_in (saved_info ),
        .sel     (peek         ),
        .data_out(search_info)
    );
    assign search_ticket  = search_info[0 +: ROB_TICKET];
    assign search_dest    = search_info[ROB_TICKET +: R_WIDTH];
    assign search_microop = search_info[ROB_TICKET+R_WIDTH +: MICROOP];
endmodule
```
**/design/flow/run.sh**
```bash
#!/bin/bash
# OpenROAD 26Q1-2900-gdf79404cd8, Yosys 0.63+post, stock flow scripts
make -C /OpenROAD-flow-scripts/flow DESIGN_CONFIG=/design/flow/config.mk WORK_HOME=/design/flow/orfs finish
```
==> summary.rpt <==
TIMING
--------------------------------------------------------------------------------------
Period utilisation layout                                                        0.992
Actual transition at the worst max-transition pin                               977 ps
Slew Limit Fails                                                                     0
Number of endpoints with negative hold slack in the final report                     0
FMAX                                                                         0.134 GHz
Worst clock skew                                                               17.4 ps
Number of endpoints failing setup at the final stage                                 0
Final critical delay including setup and external delays                       7440 ps
Final worst slack                                                              56.7 ps
Unrepaired setup endpoints after global routing                                    yes
Worst max-slew margin expressed relative to the limit                            0.348

LAYOUT
--------------------------------------------------------------------------------------
Growth of design area from synthesis to finish                                   21.7%
Number of non-filler instances in the completed layout                            3681
Combinational gate area                                                    0.0102 mm^2
Final-layout fill cell count                                                      6337
Ratio of cells with drive above 1 in the final layout                            0.121
Total non-filler cell area in the finished layout                          0.0377 mm^2
Area of all sequential standard cells                                      0.0200 mm^2

DETAILED ROUTING
--------------------------------------------------------------------------------------
Wirelength per Cell                                                            30.7 um
Number of iterations in the first detailed-routing pass                              8
Iter 0 DRT Violations                                                             2105
Final WL                                                                     113000 um
Average vias per placed instance                                                  6.28
Total DRC errors in the routed layout                                                0
Post-detailed-route count of antenna-violating nets                                  0
Number of vias in the routed layout                                              23100

CTS
--------------------------------------------------------------------------------------
Inserted Clock Buffers                                                              75
Number of H-tree levels                                                              3
Root buffer cell                                                             clkbuf_16
Bufs on Longest Clock Path                                                           3
# Post-CTS Setup Buffers                                                             0
Num Clock Sinks                                                                    673
Clock tree from TritonCTS                                                          yes
Clock-pin transition on the worst setup and hold timing paths                    60 ps
Clock latency (worst-skew pair)                                                 620 ps

CRITICAL PATH
--------------------------------------------------------------------------------------
Type of element capturing the critical path                               primary output
Data arrival time of the worst path                                            5940 ps
Startpoint Class                                                             input pin
Reg2reg path depth                                                                  13
Required time of the critical path                                             6000 ps
Kind of critical path                                                        in -> out
Maximum fanout count along the critical path                                         6

YOSYS
--------------------------------------------------------------------------------------
Number of enable flip-flop cells                                                   632
Number of distinct standard cells referenced by the synthesized netlist             74
Most common cell in the synthesized netlist                                   edfxtp_1
Proportion of netlist area held by the largest area contributor                  0.614
Post-Syn Area per Cell                                                       13.6 um^2
Number of standard cells reported by yosys                                        2279
Top cells by area in the synthesized netlist                              edfxtp_1 (61%), a22oi_1 (8.8%), xnor2_1 (6.3%), nand4_1 (3.6%), dfrtp_1 (3.0%)
Cell area after synthesis                                                  0.0309 mm^2
Flops after synth                                                                  673
Sequential element share of the synthesized area                                 0.647
Most common library cells after synthesis                                 edfxtp_1 (632), a22oi_1 (364), xnor2_1 (222)
Post-synthesis async set-or-reset flop share                                    0.0609
Biggest area consumer among synthesized cells                                 edfxtp_1
Chip Area, Yosys                                                           0.0309 mm^2
Warnings, synthesis                                                                  7
Primary FF master, synth                                                      edfxtp_1
Number of instances in the synthesized netlist                                    2279

MIN PATH
--------------------------------------------------------------------------------------
Worst Hold Path Cells                                                                2
Hold WC Path Type                                                           reg -> reg

PLACEMENT
--------------------------------------------------------------------------------------
Dpl hpwl                                                                      73300 um
Number of buffers inserted by port buffering                                       236
DP Worst Slack                                                                 7.93 ps
Final estimated routing congestion in global placement                            1.02
Number of instances in the placed design                                          3542
Post-detailed-placement cell area                                          0.0352 mm^2

GRT
--------------------------------------------------------------------------------------
Vias in the first global route                                                   24100
GRT Overall Usage                                                                0.310
Number of antenna violations at the first check in global routing                   16
Wire length of the first global-routing pass                                 163000 um
Congestion Overflow GR                                                               0
Maximum number of pins on one net before global-route repair                        45

FLOORPLAN
--------------------------------------------------------------------------------------
Std-Cell Core Area                                                         0.0762 mm^2
Die boundary height                                                             280 um
Overall die area                                                           0.0784 mm^2
Share of the core filled by cells before placement                               0.406
Total I/O pin count                                                                237
Std cell rows                                                                      101
Floorplan die width                                                             280 um

FLOW RUN
--------------------------------------------------------------------------------------
Number of maximum-capacitance violations                                             0
OpenROAD warnings                                                                   30

PWR
--------------------------------------------------------------------------------------
IR Drop Worst-Case VDD                                                        0.177 mV
Cell area power density                                                    235 mW/mm^2
Final Total Pwr                                                                8840 uW
Leakage power total                                                          0.0121 uW

STATUS
--------------------------------------------------------------------------------------
Run status                                                                finished, final reports clean

[per-layer routing]
metal / GRT usage / vias to the layer above / part of all wire
li1: - / 9853 / -
met1: 0.426 / 11200 / 0.37
met2: 0.439 / 1773 / 0.44
met3: 0.184 / 263 / 0.15
met4: 0.0818 / 20 / 0.031
met5: 0.000625 / - / 0.0011
[worst max-delay path, stage by stage]
cell and delay, ps:
clkdlybuf4s50_1 600, xnor2_1 440, nand4_1 270, nor3_1 350, buf_4 200, nand3_2 100, or2_2 350, nor3_1 430
and2_1 330, or2_1 390, buf_4 250, a22oi_1 100, nand4_1 120, clkdlybuf4s50_1 490
[layout make-up]
class                   count  share of cell area
flip-flops and latches    673               0.532
multi-input cells        1414               0.272
diodes                      6            0.000399
inverters                  31             0.00309
clock inverters            37             0.00701
well taps                1030              0.0342
clock buffers              96              0.0545
repair buffers            394              0.0967
[kinds of logic after synthesis]
group | count (synthesis) | synth area share
compound gates | 621 | 0.154
xor+xnor | 257 | 0.0728
buf+inv | 192 | 0.0272
mux | 6 | 0.00194
simple gates | 521 | 0.0935
fa+ha+maj | 9 | 0.00364
flops | 673 | 0.647
[timing repair]
item | 4_1_cts | 5_1_grt
pin swaps | 0 | 0
hold buffers | 0 | 0
gates resized | 1 | 20
setup endpoints to repair | 1 | 15
[flip-flops by register name, summed over array words and instances (netlist names)]
signal          cells
mode                1
stat_counter        8
head                8
saved_valid         8
saved_address     256
saved_data        256
peek                8
tail                8
saved_info        112
saved_is_store      8
[report_power, final]
| group | internal (uW) | total, uW | switching [uW] |
|---|---|---|---|
| clock network | 2000 | 3490 | 1480 |
| registers | 4390 | 4520 | 138 |
| logic | 265 | 831 | 566 |
[metrics by stage]
stage,setup TNS [ps],hold slack [ps],util
final,0,513,0.494
after global routing,-17.8,548,0.494
after floorplan,0,470,-
after detailed placement,0,497,0.462
after global placement,0,487,0.462
after CTS,0,514,0.492
[path summary, 6_finish.rpt]
path                                         start            endpoint  slack (ps)
worst max register to register   saved_address[27]             peek[0]        3180
worst min-delay path               stat_counter[0]     stat_counter[0]         510
max in group asynchronous                    rst_n             peek[2]        6080
min in group asynchronous                    rst_n     stat_counter[4]         960
worst min register to register     stat_counter[0]     stat_counter[0]         510
worst max-delay path            search_address[24]  search_frw_data[4]          60
[cell usage in the layout (no fill, tap or decap), drive strengths merged, types with 10 or more instances in the layout]
cell and instances:
a21o 23, xnor2 222, edfxtp 632, a21oi 31
nor2 22, a22oi 364, clkdlybuf4s50 231, nand3 59
dfrtp 37, nor4 20, inv 35, nor3 24
o21ai 35, and3 26, a221oi 20, a22o 13
nand4 178, and2 23, a222oi 25, xor2 35
a32o 18, clkbuf 96, a211oi 16, clkinv 29
nand2 137, buf 159, a221o 10
Power figures rest on the tool's default switching activity, not on a simulated workload.
