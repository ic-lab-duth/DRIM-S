### flow/config.mk
export PLATFORM = sky130hd
export DESIGN_NAME = ld_st_buffer
export DESIGN_NICKNAME = ld_st_buffer
export VERILOG_FILES = /design/flow/design.v
export SDC_FILE = /design/flow/constraint.sdc
export NUM_CORES = 4
export LEC_CHECK = 1
export CORE_UTILIZATION = 40
### flow/constraint.sdc
current_design ld_st_buffer

set clk_period 7.4
set clk_io_pct 0.2

create_clock -name clk0 -period $clk_period [get_ports {clk}]

set non_clock_inputs [all_inputs -no_clocks]
set_input_delay [expr $clk_period * $clk_io_pct] -clock clk0 $non_clock_inputs
set_output_delay [expr $clk_period * $clk_io_pct] -clock clk0 [all_outputs]
### flow/design.v
module and_or_mux
#(
    parameter int INPUTS    = 4,
    parameter int DW        = 16
)
(
    input  logic[INPUTS-1:0][DW-1:0]    data_in,
    input  logic[INPUTS-1:0]            sel,
    output logic[DW-1:0]                data_out
);
logic tmp;
always_comb begin: mux
    for(int w=0; w < DW; w=w+1) begin
        tmp = 0;
        for(int i=0; i < INPUTS; i=i+1) begin
            tmp = tmp | ( sel[i] & data_in[i][w] );
        end
        data_out[w] = tmp;
    end
end
endmodule
module ld_st_buffer #(
    parameter DATA_WIDTH     = 32,
    parameter ADDR_BITS      = 32,
    parameter BLOCK_ID_START = 5 ,
    parameter R_WIDTH        = 6 ,
    parameter MICROOP        = 5 ,
    parameter ROB_TICKET     = 3 ,
    parameter DEPTH          = 4
) (
    input  logic                  clk               ,
    input  logic                  rst_n             ,
    input  logic                  push              ,
    input  logic [ ADDR_BITS-1:0] write_address     ,
    input  logic [DATA_WIDTH-1:0] write_data        ,
    input  logic [   MICROOP-1:0] write_microop     ,
    input  logic [   R_WIDTH-1:0] write_dest        ,
    input  logic [ROB_TICKET-1:0] write_ticket      ,
    input  logic                  write_isfetched   ,
    input  logic [ ADDR_BITS-1:0] search_address    ,
    input  logic [   MICROOP-1:0] search_microop_in ,
    output logic [DATA_WIDTH-1:0] search_data       ,
    output logic [   MICROOP-1:0] search_microop    ,
    output logic [   R_WIDTH-1:0] search_dest       ,
    output logic [ROB_TICKET-1:0] search_ticket     ,
    output logic                  search_valid_hit  ,
    output logic                  search_partial_hit,
    input  logic                  valid_update      ,
    input  logic [ ADDR_BITS-1:0] update_address    ,
    input  logic                  pop               ,
    output logic                  head_isfetched    ,
    output logic [ ADDR_BITS-1:0] head_address      ,
    output logic [DATA_WIDTH-1:0] head_data         ,
    output logic [   MICROOP-1:0] head_microop      ,
    output logic [   R_WIDTH-1:0] head_dest         ,
    output logic [ROB_TICKET-1:0] head_ticket       ,
    output logic                  valid             ,
    output logic                  ready
);
    localparam INFO_WIDTH = R_WIDTH + MICROOP;
    logic [DEPTH-1:0][ADDR_BITS-1:0]  saved_address;
    logic [DEPTH-1:0][DATA_WIDTH-1:0] saved_data;
    logic [DEPTH-1:0][ROB_TICKET-1:0] saved_ticket;
    logic [DEPTH-1:0][INFO_WIDTH-1:0] saved_info;
    logic [INFO_WIDTH-1:0]            head_info, search_info;
    logic [DEPTH-1:0]                 saved_valid, saved_isfetched;
    logic [    DEPTH-1:0] head, tail, stat_counter ;
    logic [    DEPTH-1:0] matched_update, matched_search_main, matched_search_sec, matched_search;
    logic                 will_update, one_found, microop_ok;
    localparam int LD_BF_SIZE = $bits(saved_address) + $bits(saved_ticket) + $bits(saved_info);
    localparam int ST_BF_SIZE = $bits(saved_address) + $bits(saved_data) + $bits(saved_ticket) + $bits(saved_info);
    assign valid = ~stat_counter[0];
    assign ready = ~stat_counter[DEPTH-1];
    always_comb begin : MatchSearch
        for (int i = 0; i < DEPTH; i++) begin
            matched_search_main[i] = saved_valid[i] ? (search_address[ADDR_BITS-1:BLOCK_ID_START]==saved_address[i][ADDR_BITS-1:BLOCK_ID_START]) : 1'b0;
            matched_search_sec[i] = saved_valid[i] ? (search_address[BLOCK_ID_START-1:0]==saved_address[i][BLOCK_ID_START-1:0]) : 1'b0;
        end
        for (int i = 0; i < DEPTH; i++) begin
            matched_search[i] = matched_search_main[i] & matched_search_sec[i]; 
        end
    end
    always_comb begin : MicroopOk
        if(search_microop_in==5'b00001) begin
            microop_ok = (search_microop == 5'b00110);
        end else if(search_microop_in==5'b00010 | search_microop_in==5'b00011) begin
            microop_ok = (search_microop == 5'b00111 | search_microop == 5'b00110);
        end else if(search_microop_in==5'b00100 | search_microop_in==5'b00101) begin
            microop_ok = 1;
        end else begin
            microop_ok = 0;
        end
    end
    always_comb begin : ValidHit
        search_valid_hit = 0;
        for (int i = 0; i < DEPTH; i++) begin
            if(matched_search[i] && microop_ok) begin
                search_valid_hit = 1;
            end
        end
    end
    assign search_partial_hit = |matched_search_main;
    always_comb begin : matchUpdate
        for (int i = 0; i < DEPTH; i++) begin
            matched_update[i] = saved_valid[i] ? (update_address[ADDR_BITS-1:BLOCK_ID_START]==saved_address[i][ADDR_BITS-1:BLOCK_ID_START]) : 1'b0;
        end
    end
    assign will_update = |matched_update & valid_update;
    always_ff @(posedge clk or negedge rst_n) begin : TailManagement
        if(!rst_n) begin
            tail <= 1;
        end else begin
            if (push) tail <= {tail[DEPTH-2:0], tail[DEPTH-1]};
        end
    end
    always_ff @(posedge clk or negedge rst_n) begin : HeadManagement
        if(!rst_n) begin
            head <= 1;
        end else begin
            if (pop) begin
                head <= {head[DEPTH-2:0], head[DEPTH-1]};
            end
        end
    end
    always_ff @(posedge clk or negedge rst_n) begin : statCounter
        if(!rst_n) begin
            stat_counter <= 1;
        end else begin
            if (push & !pop) begin
                stat_counter <= stat_counter << 1;
            end else if (!push &  pop) begin
                stat_counter <= stat_counter >> 1;
            end
        end
    end
    always_ff @(posedge clk) begin : MemoryData
        for (int i = 0; i < DEPTH; i++) begin
            if(push && tail[i]) begin
                saved_address[i] <= write_address;
                saved_data[i]    <= write_data;
                saved_ticket[i]  <= write_ticket;
                saved_info[i]    <= {write_dest,write_microop};
            end
        end
    end
    always_ff @(posedge clk or negedge rst_n) begin : MemoryValidity
        if(!rst_n) begin
            saved_valid <= 'b0;
        end else begin
            for (int i = 0; i < DEPTH; i++) begin
                if(push && tail[i]) begin
                    saved_valid[i]   <= 1'b1;
                end else if(pop && head[i]) begin
                    saved_valid[i]   <= 1'b0;
                end
            end
        end
    end
    always_ff @(posedge clk or negedge rst_n) begin : MemoryFetched
        if(!rst_n) begin
            saved_isfetched <= 'b0;
        end else begin
            for (int i = 0; i < DEPTH; i++) begin
                if(push && tail[i]) begin
                    saved_isfetched[i] <= write_isfetched;
                end else if(will_update && matched_update[i]) begin
                    saved_isfetched[i] <= 1'b1;
                end
            end
        end
    end
    and_or_mux #(
        .INPUTS    (DEPTH     ),
        .DW        (ADDR_BITS)
    ) mux_addr (
        .data_in (saved_address ),
        .sel     (head       ),
        .data_out(head_address)
    );
    and_or_mux #(
        .INPUTS    (DEPTH     ),
        .DW        (DATA_WIDTH)
    ) mux_data (
        .data_in (saved_data ),
        .sel     (head       ),
        .data_out(head_data)
    );
    and_or_mux #(
        .INPUTS    (DEPTH  ),
        .DW        (INFO_WIDTH)
    ) mux_info (
        .data_in (saved_info ),
        .sel     (head       ),
        .data_out(head_info)
    );
    assign head_microop = head_info[0 +: MICROOP];
    assign head_dest    = head_info[MICROOP +: R_WIDTH];
    and_or_mux #(
        .INPUTS    (DEPTH     ),
        .DW        (ROB_TICKET)
    ) mux_ticket (
        .data_in (saved_ticket ),
        .sel     (head         ),
        .data_out(head_ticket)
    );
    and_or_mux #(
        .INPUTS    (DEPTH     ),
        .DW        (1)
    ) mux_is_fetched (
        .data_in (saved_isfetched ),
        .sel     (head         ),
        .data_out(head_isfetched)
    );
    and_or_mux #(
        .INPUTS    (DEPTH     ),
        .DW        (DATA_WIDTH)
    ) mux_data_s (
        .data_in (saved_data ),
        .sel     (matched_search),
        .data_out(search_data)
    );
    and_or_mux #(
        .INPUTS    (DEPTH  ),
        .DW        (INFO_WIDTH)
    ) mux_info_s (
        .data_in (saved_info ),
        .sel     (matched_search),
        .data_out(search_info)
    );
    assign search_microop = search_info[0 +: MICROOP];
    assign search_dest    = search_info[MICROOP +: R_WIDTH];
    and_or_mux #(
        .INPUTS    (DEPTH     ),
        .DW        (ROB_TICKET)
    ) mux_ticket_s (
        .data_in (saved_ticket ),
        .sel     (matched_search),
        .data_out(search_ticket)
    );
endmodule
### flow/run.sh
#!/bin/bash
# OpenROAD 26Q1-2900-gdf79404cd8, Yosys 0.63+post, stock flow scripts
make -C /OpenROAD-flow-scripts/flow DESIGN_CONFIG=/design/flow/config.mk WORK_HOME=/design/flow/orfs finish
==> summary.txt <==
Final Max Slew Viols -> 0
Post-Syn Area -> 0.0157 sq mm
FP Core Util -> 0.406
I/O Pins -> 282
Late-Pin Clk Latency -> 0.56 ns
Port bufs -> 276
Top Layout Cells -> edfxtp_1 (312), clkdlybuf4s50_1 (276), a22oi_1 (242)
Setup TNS -> 0 ns
PwrDens -> 254 mW/mm^2
Vias in the first global route -> 11743
H-tree depth -> 2
Row count -> 72
Via count -> 11184
Die Size -> 0.0401 sq mm
Final Cycle Share -> 0.862
Post-CTS resize count -> 0
Total Wirelength -> 50000 um
Vias/cell -> 5.59
Antenna viol nets, final -> 0
Critical path capture point -> search_valid_hit
Worst Reg-to-Reg Cells -> 4
Most common logic cell in the routed design -> edfxtp_1
CTS Buf Count -> 39
Yosys Chip Area -> 0.0157 sq mm
CP required -> 5.92 ns
Initial antenna violation count -> 2
Cell Area, Placed -> 0.0190 sq mm
Relative slew slack -> 0.460
Design Area, Final -> 0.0203 sq mm
Post-synth EDFFs -> 312
CTS root buf -> clkbuf_16
Min Tclk post-route -> 6.38 ns
Reg2Reg Launch Point -> tail[1]
Synth flops -> 332
CP Launch Type -> primary input
Max_cap viols -> 0
DRC Markers -> 0
GRT overflow -> 0
Synth Seq Share -> 0.628
Post-synth ARST share -> 0.0602
Min-delay worst type -> reg -> reg
Largest net degree at the start of global routing -> 51
Syn. warnings -> 5
Clk sinks -> 332
Wirelength per Cell -> 25.0 um
Setup slack at placement -> 1.10 ns
HPWL after DPL -> 33800 um
Clock Path Buffers -> 3
Slack of the critical path -> 1.02 ns
First-pass GRT wire length -> 74500 um
Post-Synthesis Cells -> 1196
Maximum VDD drop -> 172 uV
Total GRT Usage -> 0.268
Number of cells in Yosys stat -> 1196
Placer Congestion -> 0.982
Clock-pin slew on the worst setup and hold paths -> 0.06 ns
Status -> complete, no violations
Worst endpoint data arrival time -> 4.90 ns
Most common reg cell -> edfxtp_1
CP max FO -> 18
Setup Skew -> 0.0291 ns
Syn avg cell area -> 13.2 sq um
Area delta synth->final -> 28.9%
Die Span Y -> 200 um
Slew @ Worst Pin -> 0.810 ns
Die X -> 200 um
RSZ-0062 raised after global routing -> false
Util after Layout -> 0.523
Share of layout cells above drive strength 1 -> 0.0770
Register-to-Register Setup Slack -> 5.20 ns
CP endpoint kind -> output port
Final hold vios -> 0
Count of final setup violators -> 0
CTS tree -> built
Initial DRC Count -> 779
Post-CTS Setup Inserts -> 0
Reg-to-Reg End -> saved_address[47]
CP startpoint -> search_address[14]
First-pass DRT Iterations -> 5
Log Warnings -> 30
CORE AREA -> 0.0387 sq mm
Leak pwr -> 6.91 nW
Fmax -> 157 MHz
Synth unique cells -> 38
# hold bufs at CTS -> 0
CP Class -> in -> out
==> power breakdown <==
group	internal, mW	switching (mW)
Clock	1.16	0.750
Sequential	2.22	0.123
Combinational	0.444	0.451
Total	3.82	1.32
==> stage by stage <==
| step | std cells | total power [mW] | hold WS, ns |
|---|---|---|---|
| after floorplan | 1196 | 2.70 | 0.459 |
| after global placement | 1928 | 3.27 | 0.482 |
| after detailed placement | 1928 | 3.28 | 0.481 |
| after CTS | 1999 | 5.19 | 0.500 |
| after global routing | 2000 | 5.34 | 0.534 |
| final | 2001 | 5.15 | 0.510 |
==> Yosys cell counts (5+ instances only) <==
master      n  area [sq um]
nor3_1      5          25.0
nor4_1     25           156
a22oi_1   242          1820
inv_1      15          56.3
edfxtp_1  312          9370
nand2_1   143           537
nor2_1      6          22.5
xnor2_1   140          1230
clkbuf_1   50           188
buf_4      10          75.1
nand3_1    20           100
o21ai_0    11          55.1
dfrtp_1    17           425
nand4_1    32           200
buf_2      20           100
xor2_1     96           841
==> per-layer routing <==
metal | global-route usage | part of all wire | routed length [um] | vias up
li1 | - | - | - | 5071
met1 | 0.411 | 0.41 | 20700 | 5527
met2 | 0.402 | 0.47 | 23600 | 533
met3 | 0.0968 | 0.097 | 4840 | 53
met4 | 0.0423 | 0.019 | 929 | 0
met5 | 0 | 0 | 0 | -
==> critical path, cell delays in order <==
cell and delay (ns):
clkdlybuf4s50_1 0.56, xnor2_1 0.41, nand4_1 0.22, nor4_2 0.46, and3b_2 0.66, a22oi_2 0.20
a21oi_2 0.20, nor4b_2 0.06, o31a_1 0.23, clkdlybuf4s50_1 0.41
==> registers in the layout, indices dropped and copies added, names as in the netlist <==
signal / flops
stat_counter: 4
saved_ticket: 12
saved_info: 44
saved_address: 128
saved_valid: 4
tail: 4
head: 4
saved_data: 128
saved_isfetched: 4
==> cell families (layout without fill, tap and decap cells) <==
kind of cell	count (synthesis)	in the layout	share of synthesized area
adders and majority gates	1	1	0.000795
muxes	2	2	0.00127
AOI/OAI and AO/OA	271	271	0.128
DFF	332	332	0.628
xor gates and xnor gates	236	236	0.131
and+or+nand+nor	254	254	0.0816
buffers and inverters	100	385	0.0288
other	0	2	0
==> final cells by class <==
| type | count | area (sq um) |
|---|---|---|
| fillers | 3216 | 18500 |
| flip-flops and latches | 332 | 9880 |
| multi-input cells | 764 | 5410 |
| repair buffers | 299 | 2970 |
| clock buffers | 48 | 1100 |
| well taps | 518 | 648 |
| clock inverters | 23 | 195 |
| inverters | 15 | 61.3 |
| diodes | 2 | 5.00 |
==> how the worst min path moves through the flow <==
stage	from	endpoint	depth (start not counted)
4_1_cts	tail[0]	tail[0]	2
5_1_grt	stat_counter[3]	stat_counter[3]	2
6_report	tail[0]	tail[0]	2
Power figures rest on the tool's default switching activity, not on a simulated workload.
